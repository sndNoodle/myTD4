===== /design/flow/run.sh =====
#!/bin/bash
# OpenROAD 26Q1-2900-gdf79404cd8, Yosys 0.63+post, stock flow scripts
make -C /OpenROAD-flow-scripts/flow DESIGN_CONFIG=/design/flow/config.mk WORK_HOME=/design/flow/orfs finish

===== /design/flow/config.mk =====
export PLATFORM = sky130hd
export DESIGN_NAME = MY_TD4
export DESIGN_NICKNAME = MY_TD4
export VERILOG_FILES = /design/flow/design.v
export SDC_FILE = /design/flow/constraint.sdc
export NUM_CORES = 4
export LEC_CHECK = 1
export CORE_UTILIZATION = 30

===== /design/flow/constraint.sdc =====
current_design MY_TD4

set clk_period 3.6
set clk_io_pct 0.2

create_clock -name clk0 -period $clk_period [get_ports {CLK}]

set non_clock_inputs [all_inputs -no_clocks]
set_input_delay [expr $clk_period * $clk_io_pct] -clock clk0 $non_clock_inputs
set_output_delay [expr $clk_period * $clk_io_pct] -clock clk0 [all_outputs]

===== /design/flow/design.v =====
module DECODER(
    input [3:0] OPCODE,
    input CFLG,
    output reg SELA,
    output reg SELB,
    output reg [3:0] LDB
);
    always @ (OPCODE) begin
        case(OPCODE)
            4'b0000 : begin  
                LDB  <= 4'b1110;
                SELA <= 1'b0;
                SELB <= 1'b0;
            end
            4'b0001 : begin  
                LDB  <=  4'b1110;
                SELA <= 1'b1;
                SELB <= 1'b0;
            end
            4'b0010 : begin  
                LDB  <= 4'b1110;
                SELA <= 1'b0;
                SELB <= 1'b1;
            end
            4'b0011 : begin  
                LDB  <= 4'b1110;
                SELA <= 1'b1;
                SELB <= 1'b1;
            end
            4'b0100 : begin  
                LDB  <= 4'b1101;
                SELA <= 1'b0;
                SELB <= 1'b0;
            end
            4'b0101 : begin  
                LDB  <= 4'b1101;
                SELA <= 1'b1;
                SELB <= 1'b0;
            end
            4'b0110 : begin  
                LDB  <= 4'b1101;
                SELA <= 1'b0;
                SELB <= 1'b1;
            end
            4'b0111 : begin  
                LDB  <= 4'b1101;
                SELA <= 1'b1;
                SELB <= 1'b1;
            end
            4'b1001 : begin  
                LDB  <= 4'b1011;
                SELA <= 1'b1;
                SELB <= 1'b0;
            end
            4'b1011 : begin  
                LDB  <= 4'b1011;
                SELA <= 1'b1;
                SELB <= 1'b1;
            end
            4'b1110 : begin 
                if(CFLG == 1'b0)begin
                    LDB  <= 4'b0111;
                    SELA <= 1'b1;
                    SELB <= 1'b1;
                end else begin
                    LDB  <= 4'b1111;
                    SELA <= 1'b0;
                    SELB <= 1'b0;
                end
            end
            4'b1111 : begin  
                LDB  <= 4'b0111;
                SELA <= 1'b1;
                SELB <= 1'b1;
            end
            default : begin
                LDB  <= LDB;
                SELA <= SELA;
                SELB <= SELB;
            end
        endcase
    end
endmodule
module FOUR_BIT_ADDER(
    input [3:0] INA,
    input [3:0] INB,
    output [3:0] OUT,
    output CARRY
);
    wire [4:0] res;
    assign res = INA + INB;
    assign OUT[3:0] = res[3:0];
    assign CARRY = res[4]; 
endmodule
module FOUR_BIT_COUNTER(
    input CLK,
    input RST,
    input [3:0] DIN,
    input ENB_LD,
    input ENB_CNT,
    output reg [3:0]Q
);
    always @(posedge CLK or negedge RST) begin
        if(RST == 1'b0) begin
            Q <= 4'b0000;
        end else if(ENB_LD == 1'b0) begin
            Q <= DIN;
        end else if(ENB_CNT == 1'b0) begin
            Q <= Q + 1'b1;
        end else begin
            Q <= Q;
        end
    end
endmodule
module FOUR_BIT_SELECTOR(
    input SELA,
    input SELB,
    input [3:0] IN00,
    input [3:0] IN01,
    input [3:0] IN10,
    input [3:0] IN11,
    output [3:0] OUT
);
    assign OUT =  (SELA)? (SELB)? IN11 : IN01 :
                          (SELB)? IN10 : IN00;
endmodule
module MY_TD4(
    input CLK,
    input RST,
    input[3:0] sw_in,
    input[7:0] mem0, 
    input[7:0] mem1,
    input[7:0] mem2,
    input[7:0] mem3,
    input[7:0] mem4,
    input[7:0] mem5,
    input[7:0] mem6,
    input[7:0] mem7,
    input[7:0] mem8,
    input[7:0] mem9,
    input[7:0] memA,
    input[7:0] memB,
    input[7:0] memC,
    input[7:0] memD,
    input[7:0] memE,
    input[7:0] memF,
    output[3:0] led
);
    wire [3:0] romAddr;
    wire [7:0] romData;
    reg cal_reg;
    wire dec_selA;
    wire dec_selB;
    wire [3:0] ldb;
    wire [3:0] alu_out;
    wire [3:0] regA_out;
    wire [3:0] regB_out;
    wire [3:0] datsel_out;    
    wire [3:0] Im;
    SW_ROM rom(
        .Q( romData),
        .A( romAddr),
        .mem0( mem0[7:0]), 
        .mem1( mem1[7:0]),   
        .mem2( mem2[7:0]),
        .mem3( mem3[7:0]),
        .mem4( mem4[7:0]),
        .mem5( mem5[7:0]),
        .mem6( mem6[7:0]),
        .mem7( mem7[7:0]),
        .mem8( mem8[7:0]),
        .mem9( mem9[7:0]),
        .memA( memA[7:0]),
        .memB( memB[7:0]),
        .memC( memC[7:0]),
        .memD( memD[7:0]),
        .memE( memE[7:0]),
        .memF( memF[7:0])
    );
    DECODER decoder(
        .OPCODE(romData[7:4]),
        .CFLG(cal_reg),
        .SELA(dec_selA),
        .SELB(dec_selB),
        .LDB(ldb[3:0])
    );
    FOUR_BIT_COUNTER regA(
        .CLK(CLK),
        .RST(RST),
        .DIN(alu_out[3:0]),
        .ENB_LD(ldb[0]),
        .ENB_CNT(1'b1),
        .Q(regA_out[3:0])
    );
    FOUR_BIT_COUNTER regB(
        .CLK(CLK),
        .RST(RST),
        .DIN(alu_out[3:0]),
        .ENB_LD(ldb[1]),
        .ENB_CNT(1'b1),
        .Q(regB_out[3:0])
    );
    FOUR_BIT_COUNTER out_led(
        .CLK(CLK),
        .RST(RST),
        .DIN(alu_out[3:0]),
        .ENB_LD(ldb[2]),
        .ENB_CNT(1'b1),
        .Q(led[3:0])
    );
    FOUR_BIT_COUNTER programCntr(
        .CLK(CLK),
        .RST(RST),
        .DIN(alu_out[3:0]),
        .ENB_LD(ldb[3]),
        .ENB_CNT(1'b0),
        .Q(romAddr[3:0])
    );
    FOUR_BIT_SELECTOR datSel(
        .SELA(dec_selA),
        .SELB(dec_selB),
        .IN00(regA_out[3:0]),
        .IN01(regB_out[3:0]),
        .IN10(romData[3:0]),
        .IN11(4'b0000),
        .OUT(datsel_out[3:0])
    );
    FOUR_BIT_ADDER ALU(
        .INA(datsel_out[3:0]),
        .INB(romData[3:0]),
        .OUT(alu_out[3:0]),
        .CARRY(cal_out)
    );
    always @(posedge CLK or negedge RST)
        if(RST == 1'b0)
            cal_reg <= 1'b0;
        else
            cal_reg <= cal_out;
endmodule
module SW_ROM(
    output reg [7:0] Q,
    input [3:0] A,
    input [7:0] mem0,
    input [7:0] mem1,
    input [7:0] mem2,
    input [7:0] mem3,
    input [7:0] mem4,
    input [7:0] mem5,
    input [7:0] mem6,
    input [7:0] mem7,
    input [7:0] mem8,
    input [7:0] mem9,
    input [7:0] memA,
    input [7:0] memB,
    input [7:0] memC,
    input [7:0] memD,
    input [7:0] memE,
    input [7:0] memF
);
    always @(A) 
        case(A)
            4'h0 : Q <= mem0;
            4'h1 : Q <= mem1;
            4'h2 : Q <= mem2;
            4'h3 : Q <= mem3;
            4'h4 : Q <= mem4;
            4'h5 : Q <= mem5;
            4'h6 : Q <= mem6;
            4'h7 : Q <= mem7;
            4'h8 : Q <= mem8;
            4'h9 : Q <= mem9;
            4'hA : Q <= memA;
            4'hB : Q <= memB;
            4'hC : Q <= memC;
            4'hD : Q <= memD;
            4'hE : Q <= memE;
            4'hF : Q <= memF;
    endcase
endmodule

==> results.tsv <==
metric	value	unit
max-slew violations	0	
DIE HEIGHT	87.0	um
OpenROAD warnings	32	
Iter 0 DRT Violations	73	
PD cells	878	mW/mm^2
CP arrival	3.39	ns
Num CTS Buffers	3	
Req. time, crit path	3.72	ns
Int Pwr	0.00163	W
yosys stat area	0.00217	sq mm
Flops after synth	23	
critical-path cell list	ha_1 > buf_4 > a222oi_1 > mux4_2 > a2bb2oi_1 > o2bb2ai_1 > ha_1 > a21oi_1 > xor2_1 > o21ai_0	
Residual DRC	0	
busiest layer in global routing	met2	
clk root buf	clkbuf_8	
CP startpoint kind	flip-flop	
Slowest-stage cell, CP	mux4_2	
Post-Syn Area	0.00217	sq mm
worst-path fanout max	17	
via count	2445	
Sequential Power Share	0.193	
Worst-Margin Slew	0.767	ns
Fmax achieved	0.307	GHz
min-delay src	regB.Q[2]$_DFFE_PN0N_	
Hold-fix buffers, CTS	0	
vias in the first global route	2482	
distinct lib cells	50	
Total Neg Setup Slack	0	ns
layout filler cell count	665	
post-detail-place hpwl	6290	um
Max clock buf depth	2	
total grt overflow	0	
Final Hold Viols	0	
Comb power frac	0.763	
largest net degree at the start of global routing	29	
Max Cap Viol	0	
clock slew at reported path FFs	0.06	ns
CTS tree	done	
I/O Pins	138	
sw frac	0.483	
Post-DP Area	0.00355	sq mm
hold crit path type	flip-flop to flip-flop	
Top cell by count, worst path	ha_1	
VDD IR max	0.000629	V
GRT Total Usage	0.217	
CP top delay family	AND-OR/OR-AND gates	
synth warn	5	
Crit. End Element	flip-flop	
ANT cells	0	
area delta synth->final	66.1	%
RSZ-0062 raised after global routing	false	
max_slew headroom	0.487	
Post-Synthesis Cells	250	
ANT nets after route	0	
drt pass-1 iters	6	
endpoints left unconstrained	6	
initial antenna violation count	0	
GPL Wtd Cong	0.828	
WP buf/inv	1	
reg2reg start	programCntr.Q[0]$_DFF_PN0_	
crit path launch	programCntr.Q[0]$_DFF_PN0_	
final worst path period share	0.906	
global-route wire length before repair	12500	um
met3 usage	0.0356	
floorplan core area	0.00687	sq mm
Top cell excl fill/tap	clkdlybuf4s50_1	
Lkg Pwr	1.40	nW
delay of the slowest cell on the worst path	0.52	ns
Total Wirelength	7950	um
IO buf count	133	
vias per cell	5.17	
fin crit period	3.26	ns
met1 Use GR	0.306	
share of post-route cells with drive strength above 1	0.0928	
clock latency on the worst-skew pair	0.25	ns
dominant logic cell types in the final layout	clkdlybuf4s50_1, nand2_1, o21ai_0	
crit path kind	flip-flop to flip-flop	
Max Clock Skew	0.00300	ns
yosys cell count	250	
Clock Power Share	0.044	
outcome	completed	
Mapped Avg Cell Area	8.67	sq um
die area	0.00757	sq mm
Chip Width	87.0	um
Rows	30	
Setup Viol. Count Final	0	
register pins left without a clock	6	
Sw Pwr	0.00153	W
WL per Instance	16.8	um
fp util	0.316	
htree depth	1	
Final Instance Area	0.00360	sq mm
met2 GRT Util	0.371	
[layout make-up]
type,instances,area [sq um],share of cell area
multi-input combinational,199,1480,0.411
clock buffer,4,45.0,0.0125
tap,96,120,0.0333
sequential,23,517,0.143
timing repair buffer,144,1410,0.392
inverter,7,26.3,0.00729
[tightest hold or removal path, delay by kind of cell, from the launching register on]
family	cells	cell delay, ns
compound gates	1	0.06
flops	1	0.35
simple gates	1	0.05
[per-stage QoR]
stage | instances | worst slack, ns | total power [W] | hold WS, ns | utilization
final | 473 | 0.339 | 0.00316 | 0.483 | 0.524
after global routing | 473 | 0.0219 | 0.00354 | 0.515 | 0.524
after detailed placement | 469 | 0.117 | 0.00302 | 0.471 | 0.517
after global placement | 469 | 0.137 | 0.00301 | 0.462 | 0.517
after floorplan | 250 | 0.735 | 0.00238 | 0.424 | -
after CTS | 473 | 0.235 | 0.00318 | 0.486 | 0.524
[metal layers]
layer  up-vias  share of wire
met5         -              0
met4         0         0.0060
met3         4          0.083
met2        94           0.46
met1      1118           0.45
li1       1229              -
[what timing repair did]
item / in CTS / in global routing
buffers inserted: 0 / 0
setup endpoints to repair: 0 / 8
resized: 0 / 1
[worst paths after layout]
kind | end | slack (ns) | cells after the start
min reg2reg | regB.Q[2]$_DFFE_PN0N_ | 0.48 | 2
max in group asynchronous | programCntr.Q[3]$_DFF_PN0_ | 2.15 | 1
min | regB.Q[2]$_DFFE_PN0N_ | 0.48 | 2
min in group asynchronous | regA.Q[2]$_DFFE_PN0N_ | 0.92 | 1
max reg2reg | out_led.Q[3]$_DFFE_PN0N_ | 0.34 | 10
max | out_led.Q[3]$_DFFE_PN0N_ | 0.34 | 10
[cell usage after synthesis (all sizes together)]
cell | instances | area (sq um)
a222oi | 10 | 100
buf | 21 | 149
a22o | 5 | 43.8
fa | 1 | 20.0
o2bb2ai | 3 | 26.3
nor2b | 4 | 25.0
nor2 | 8 | 30.0
dlxtn | 6 | 90.1
a31oi | 4 | 25.0
xor2 | 3 | 26.3
ha | 8 | 100
nand2b | 7 | 43.8
a22oi | 11 | 82.6
and2 | 1 | 6.26
nor4 | 1 | 21.3
dfrtp | 17 | 425
nand3 | 9 | 45.0
o211ai | 2 | 15.0
o21ai | 24 | 120
a41oi | 1 | 8.76
inv | 7 | 26.3
a21o | 1 | 7.51
o22a | 1 | 8.76
a21oi | 10 | 50.1
mux4 | 4 | 90.1
mux2 | 9 | 101
o221a | 1 | 11.3
xnor2 | 1 | 8.76
nand2 | 33 | 124
o2111ai | 1 | 8.76
a2bb2oi | 3 | 26.3
mux2i | 7 | 70.1
a221oi | 7 | 61.3
o31a | 1 | 8.76
o32a | 1 | 10.0
nor3 | 2 | 15.0
a311oi | 4 | 35.0
a211o | 1 | 8.76
nand4 | 1 | 6.26
a211oi | 2 | 15.0
o22ai | 5 | 58.8
and3 | 2 | 12.5
[power by group through the flow]
stage	Sequential [W]	Combinational, W	Clock, W
after CTS	0.000616	0.00242	0.000143
after global routing	0.000636	0.00275	0.000154
final	0.000610	0.00241	0.000140
[cells by family after synthesis]
family | count (synthesis) | synth area share
AOI/OAI and AO/OA | 98 | 0.338
and+or+nand+nor | 68 | 0.152
buffers and inverters | 28 | 0.0808
muxes | 20 | 0.121
DFF | 17 | 0.196
adders and majority gates | 9 | 0.0554
latches | 6 | 0.0415
xor gates and xnor gates | 4 | 0.0162
Power and IR drop assume default switching activity.
